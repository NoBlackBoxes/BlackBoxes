## design/flow/design.v

```verilog
`timescale 1ns / 1ps
module counter(clock, reset, left_leds, right_leds);
    input clock;
    input reset;
    output wire[7:0] left_leds;
    output wire[7:0] right_leds;
    reg[31:0] count;
    assign left_leds = count[31:24];
    assign right_leds = count[7:0];
    initial
        begin
            count <= 0;
        end
    always @(posedge clock)
        begin
            if(reset)
                begin
                    count <= 0;
                end
            else
                begin
                    count <= count + 1;
                end
        end
endmodule
```

## design/flow/constraint.sdc

```tcl
current_design counter

set clk_period 3.9
set clk_io_pct 0.2

create_clock -name clk0 -period $clk_period [get_ports {clock}]

set non_clock_inputs [all_inputs -no_clocks]
set_input_delay [expr $clk_period * $clk_io_pct] -clock clk0 $non_clock_inputs
set_output_delay [expr $clk_period * $clk_io_pct] -clock clk0 [all_outputs]
```

## design/flow/config.mk

```make
export PLATFORM = sky130hd
export DESIGN_NAME = counter
export DESIGN_NICKNAME = counter
export VERILOG_FILES = /design/flow/design.v
export SDC_FILE = /design/flow/constraint.sdc
export NUM_CORES = 4
export LEC_CHECK = 1
export CORE_UTILIZATION = 30
```

## design/flow/run.sh

```bash
#!/bin/bash
# OpenROAD 26Q1-2900-gdf79404cd8, Yosys 0.63+post, stock flow scripts
make -C /OpenROAD-flow-scripts/flow DESIGN_CONFIG=/design/flow/config.mk WORK_HOME=/design/flow/orfs finish
```

==> COMMIT_EDITMSG <==
Store results of the implementation flow

* Top flop regs: count (32)
- Hold bufs inserted after CTS: 0
- Final HPWL DP: 1750 um
- Core ar.: 5110 um^2
- Type of the tightest min-delay check: reg2reg
- Pleak: 0.000523 uW
- Summing the areas of all fa, ha and maj instances in the mapped netlist gives 0.784% of the synthesized area.
- Mux share: 2.82%
- Before CTS, the worst setup slack after placement is 1.69 ns.
- Max H-tree Level: 2
* Initial DRT Pass Iterations: 4
- In this run the vertical extent of the chip is 74.9 um.
* Remaining antenna violation count after routing: 0
- The synthesized design contains 0 enable-type register cells.
* Worst hold slack: 0.479 ns
- Number of resized instances in the post-cts repair step: 0
- The worst setup path is captured at a register.
- The final timing report lists a hold violation count of 0.
- Summing internal, switching and leakage power gives 623 uW.
* XOR/XNOR Area Share: 4.94%
- VDD sags by at most 0.155 mV.
- Initial antenna violation count: 0
- Simple-Gate Fraction of Synth Area: 26.9%
- Subtracting the final worst setup slack from the clock period gives 2.23 ns.
- On the worst setup and hold paths after CTS, the clock-pin slew comes to 0.06 ns.
- Initial cell density of the core: 31.2%
* Post-synth seq share: 40.2%
- The final report gives the standard cell area, fillers excluded, as 1780 um^2.
- Global-route wire length before repair: 4890 um
* Beginning of the critical path: count[2]
- WL/cell: 11.1 um
* Top-level port count: 18
- The flow reports an fmax of 449 MHz.
- Share of flip-flops with an asynchronous set or reset after synthesis: 0%
- Per the detail_route report, inserted antenna diodes total 0.
- Largest net degree at the start of global routing: 37
- Per the OpenROAD floorplan log, the width of the die is 74.9 um.
- Total CTS buffers: 5
* Number of warnings the tools reported: 25
* Post-route DRC: 0
- The critical path endpoint has a required time of 4.07 ns.
- Global placement routability congestion: 0.765
- Number of standard cells reported by yosys: 184
* Clock tree from TritonCTS: built
- For the worst-skew pair, the clock arrives at the later sink with an insertion delay of 0.28 ns.
* Aoi share: 12.4%
- The clock arrives with 0.00465 ns of skew.
- The wire length recorded after detailed routing is 2830 um.
- Part of the cycle the worst path needs: 57.1%
- Global routing consumed, over all layers together, 11.3% of the routing resources.
- Share of cells above drive strength 1: 7.61%
- Relative max-transition margin: 64.9%
- Total die size: 5610 um^2
- Area grow syn2layout: 11.8%
- The register with the most flip-flops in the final layout is count.
- Reg-to-reg slack, setup: 1.67 ns
* Area figure in the yosys stat output: 1600 um^2
- Recorded from the global router log, the overflow total was 0.
- Primary FF master, synth: sky130_fd_sc_hd__dfxtp_1
* Post-route setup slack: 1.67 ns
- Largest register FFs: 32
- Avg Synthesized Cell Area: 8.67 um^2
- Worst slew pin tran: 0.526 ns
- Setup repair after global routing left no endpoint under its margin.
- The flow ran to the end, and the final reports show no timing, DRC or antenna violations.
- Vias in the first global route: 1091
- Placed instance area: 1690 um^2
- The worst register-to-register path depth is 4.
- Maximum clock path buffer count: 2
* Root buffer cell: sky130_fd_sc_hd__clkbuf_8
- Aggregate negative setup slack: 0 ns
- Per the timing report, the biggest fanout along the worst path comes to 19.
* Largest non-sequential cell family by area: simple AND/OR/NAND/NOR gates
- Capturing element of the worst setup path: count[21]
- Yosys reported a register bit count of 32.
- Critical Path AT: 2.40 ns
- The launch point of the worst register-to-register path is recorded as count[2].
* Startpoint Class: register
- In this run the cell area of the synthesized design comes to 1600 um^2.
* Synth warn: 1
* Gate Count Post-Synth: 184
- Post-CTS Setup Inserts: 0
- Per the detail_route report, vias per standard cell equal 4.83.
- The report lists the number of standard-cell rows as 26.
* RR Endpoint: count[21]
* Number of max-slew violations in the final report: 0
- Unique cell types: 30
- Critical Setup Path Class: reg2reg
- Max-capacitance violation count: 0
- Total vias in the final route: 1228
- Total power density per cell area: 349 nW/um^2
* Setup-failing EPs final: 0
- Sink Count: 32
- Tally of buffers added on design ports: 17
- DRT iter0 DRCs: 87
## metrics by stage
step	util [%]	instances
floorplan	-	184
global placement	33.0	247
detailed placement	33.0	247
CTS	34.9	254
global route	34.9	254
finish	34.9	254
## cell usage in the layout, fill, tap and decap left out
cell type | netlist | routed
sky130_fd_sc_hd__dfxtp_1 | 32 | 32
sky130_fd_sc_hd__a21oi_1 | 17 | 17
sky130_fd_sc_hd__clkdlybuf4s50_1 | 0 | 17
sky130_fd_sc_hd__nor2_1 | 14 | 14
sky130_fd_sc_hd__or4_1 | 12 | 12
sky130_fd_sc_hd__nand2_1 | 11 | 11
sky130_fd_sc_hd__o31ai_1 | 11 | 11
sky130_fd_sc_hd__nand3_1 | 8 | 8
sky130_fd_sc_hd__clkbuf_8 | 0 | 7
sky130_fd_sc_hd__o21ai_0 | 6 | 6
sky130_fd_sc_hd__or3_1 | 6 | 6
sky130_fd_sc_hd__inv_1 | 5 | 5
sky130_fd_sc_hd__nand4_1 | 5 | 5
sky130_fd_sc_hd__nor2b_1 | 5 | 5
sky130_fd_sc_hd__xnor2_1 | 5 | 5
sky130_fd_sc_hd__xor2_1 | 4 | 4
sky130_fd_sc_hd__nor4_1 | 3 | 3
sky130_fd_sc_hd__mux2_2 | 3 | 3
sky130_fd_sc_hd__and4_1 | 2 | 2
sky130_fd_sc_hd__nor3_1 | 2 | 2
sky130_fd_sc_hd__nand3_2 | 1 | 1
sky130_fd_sc_hd__or4_4 | 1 | 1
sky130_fd_sc_hd__and4_4 | 1 | 1
sky130_fd_sc_hd__or4b_1 | 1 | 1
sky130_fd_sc_hd__or3b_1 | 1 | 1
sky130_fd_sc_hd__mux2_1 | 1 | 1
sky130_fd_sc_hd__nor3b_1 | 1 | 1
sky130_fd_sc_hd__ha_1 | 1 | 1
sky130_fd_sc_hd__buf_4 | 16 | 1
## synth_stat cells (4+ instances only)
library cell,count,area [um^2]
sky130_fd_sc_hd__dfxtp_1,32,641
sky130_fd_sc_hd__a21oi_1,17,85.1
sky130_fd_sc_hd__buf_4,16,120
sky130_fd_sc_hd__nor2_1,14,52.6
sky130_fd_sc_hd__or4_1,12,90.1
sky130_fd_sc_hd__nand2_1,11,41.3
sky130_fd_sc_hd__o31ai_1,11,82.6
sky130_fd_sc_hd__nand3_1,8,40.0
sky130_fd_sc_hd__o21ai_0,6,30.0
sky130_fd_sc_hd__or3_1,6,37.5
sky130_fd_sc_hd__inv_1,5,18.8
sky130_fd_sc_hd__nand4_1,5,31.3
sky130_fd_sc_hd__nor2b_1,5,31.3
sky130_fd_sc_hd__xnor2_1,5,43.8
sky130_fd_sc_hd__clkbuf_1,4,15.0
sky130_fd_sc_hd__xor2_1,4,35.0
## critical path, stage by stage (launching register included)
cell	delay (ns)
sky130_fd_sc_hd__dfxtp_1	0.44
sky130_fd_sc_hd__nand3_2	0.14
sky130_fd_sc_hd__or4_1	0.77
sky130_fd_sc_hd__nor4_1	0.40
sky130_fd_sc_hd__mux2_2	0.37
## layer usage
| layer | GRT usage (%) | up-vias | share of wire (%) |
|---|---|---|---|
| li1 | - | 649 | - |
| met1 | 17.0 | 549 | 53 |
| met2 | 16.2 | 24 | 41 |
| met3 | 3.53 | 6 | 4.8 |
| met4 | 2.10 | 0 | 1.5 |
| met5 | 0 | - | 0 |
## cells by family (layout without fill, tap and decap cells)
| group | Yosys count | after routing |
|---|---|---|
| flip-flops | 32 | 32 |
| multiplexers | 4 | 4 |
| adder cells (fa/ha/maj) | 1 | 1 |
| AND/OR/NAND/NOR | 74 | 74 |
| buffers and inverters | 30 | 30 |
| AND-OR/OR-AND | 34 | 34 |
| XOR/XNOR | 9 | 9 |
## worst min path at each step
stage,end,depth (start not counted),startpoint
6_report,count[0],1,count[0]
5_1_grt,count[0],1,count[0]
4_1_cts,count[0],1,count[0]
## power breakdown
part / switching [uW] / total (uW) / internal, uW
clock network: 116 / 273 / 157
registers: 3.24 / 333 / 329
logic: 8.69 / 17.1 / 8.43
## cell type report
| type | count | area (um^2) |
|---|---|---|
| tap | 70 | 87.6 |
| fill | 526 | 3320 |
| timing repair buffer | 18 | 178 |
| clock buffer | 7 | 96.3 |
| inverter | 5 | 18.8 |
| sequential | 32 | 641 |
| multi-input combinational | 122 | 763 |
Power figures rest on the tool's default switching activity, not on a simulated workload.
