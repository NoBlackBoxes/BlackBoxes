===== ./design.v =====
module cpu(clock, reset, instruction, read_data, memory_control, PC, ALU_result, write_data);
    input clock;
    input reset;
    input [31:0] instruction;
    input [31:0] read_data;
    output [3:0] memory_control;
    output [31:0] PC;
    output [31:0] ALU_result;
    output [31:0] write_data;
    wire [1:0] PC_select;
    wire ALU_select; 
    wire reg_write;
    wire jump;
    wire zero;
    wire [2:0] result_select;
    wire [3:0] ALU_control;
    controller controller
    (
        instruction[6:0],        
        instruction[14:12],      
        instruction[30],         
        zero,                    
        result_select,           
        memory_control,          
        PC_select,               
        ALU_select,              
        reg_write,               
        jump,                    
        ALU_control              
    );
    datapath datapath
    (
        clock,                   
        reset,                   
        result_select,           
        PC_select,               
        ALU_select,              
        reg_write,               
        ALU_control,             
        instruction,             
        read_data,               
        zero,                    
        PC,                      
        ALU_result,              
        write_data               
    );
endmodule
module adder(a, b, sum);
    input [31:0] a;
    input [31:0] b;
    output [31:0] sum;
    assign sum = a + b;
endmodule
module alu(src_A, src_B, ALU_control, ALU_result, zero);
    input [31:0] src_A;
    input [31:0] src_B;
    input [3:0] ALU_control;
    output reg [31:0] ALU_result;
    output zero;
    always @*
        case(ALU_control)
            4'b0000: ALU_result <= src_A + src_B;  
            4'b0001: ALU_result <= src_A - src_B;  
            4'b0010: ALU_result <= src_A & src_B;  
            4'b0011: ALU_result <= src_A | src_B;  
            4'b0100: ALU_result <= src_A ^ src_B;  
            4'b0101: ALU_result <= ($signed(src_A) < $signed(src_B)) ? 1 : 0;  
            4'b0110: ALU_result <= ($unsigned(src_A) < $unsigned(src_B)) ? 1 : 0;  
            4'b0111: ALU_result <= $signed(src_A) >>> src_B[4:0];  
            4'b1000: ALU_result <= $signed(src_A) >> src_B[4:0];  
            4'b1001: ALU_result <= $signed(src_A) << src_B[4:0];  
        endcase
    assign zero = (ALU_result == 0) ? 1 : 0;  
endmodule
module alu_decoder(opcode_b5, funct3, funct7b5, ALU_op, ALU_control);
    input opcode_b5;
    input [2:0] funct3;
    input funct7b5;
    input [1:0] ALU_op;
    output reg [3:0] ALU_control;
    wire R_type_subtract;
    wire shift_arithemetic;
    assign R_type_subtract = funct7b5 & opcode_b5;  
    assign shift_arithemetic = funct7b5;  
    always @*
        case(ALU_op)
            2'b00: ALU_control = 3'b000;  
            2'b01:
                case(funct3)
                    3'b000: ALU_control = 4'b0001;  
                    3'b001: ALU_control = 4'b0001;  
                    3'b100: ALU_control = 4'b0101;  
                    3'b101: ALU_control = 4'b0101;  
                    3'b110: ALU_control = 4'b0110;  
                    3'b111: ALU_control = 4'b0110;  
                    default: ALU_control = 4'bxxxx;  
                endcase
            default:
                case(funct3)  
                    3'b000: 
                        begin
                            if (R_type_subtract)
                                ALU_control = 3'b001;  
                            else
                                ALU_control = 3'b000;  
                        end
                    3'b001: ALU_control = 4'b1001;  
                    3'b010: ALU_control = 4'b0101;  
                    3'b011: ALU_control = 4'b0110;  
                    3'b100: ALU_control = 4'b0100;  
                    3'b101:
                        begin
                            if(shift_arithemetic)
                                ALU_control = 4'b0111;  
                            else
                                ALU_control = 4'b1000;  
                        end
                    3'b110: ALU_control = 4'b0011;  
                    3'b111: ALU_control = 4'b0010;  
                    default: ALU_control = 4'bxxxx;  
                endcase
        endcase
endmodule
module controller(opcode, funct3, funct7b5, zero, result_select, memory_control, PC_select, ALU_select, reg_write, jump, ALU_control);
    input [6:0] opcode;
    input [2:0] funct3;  
    input funct7b5;
    input zero;
    output [2:0] result_select;
    output [3:0] memory_control;
    output reg [1:0] PC_select;
    output ALU_select;
    output reg_write;
    output jump;
    output [3:0] ALU_control;
    wire [1:0] ALU_op;
    wire branch;
    main_decoder main_decoder
    (
        opcode,              
        funct3,              
        reg_write,           
        ALU_select,          
        memory_control,      
        result_select,       
        branch,              
        ALU_op,              
        jump                 
    );
    alu_decoder alu_decoder
    (
        opcode[5],       
        funct3,          
        funct7b5,        
        ALU_op,          
        ALU_control      
    );
    always @*
        if(jump)
            case(opcode[3])
                1'b0: PC_select = 2'b10;             
                1'b1: PC_select = 2'b01;             
                default: PC_select = 2'b01;
            endcase
        else
            case(funct3)
                3'b000: PC_select = branch & zero;    
                3'b001: PC_select = branch & ~zero;   
                3'b100: PC_select = branch & ~zero;   
                3'b101: PC_select = branch & zero;    
                3'b110: PC_select = branch & ~zero;   
                3'b111: PC_select = branch & zero;    
                default: PC_select = 2'b00;
            endcase           
endmodule
module datapath(clock, reset, result_select, PC_select, ALU_select, reg_write, ALU_control, instruction, read_data, zero, PC, ALU_result, write_data);
    input clock;
    input reset;
    input [2:0] result_select;
    input [1:0] PC_select;
    input ALU_select;
    input reg_write;
    input [3:0] ALU_control;
    input [31:0] instruction;
    input [31:0] read_data;
    output zero;
    output [31:0] PC;
    output [31:0] ALU_result;
    output [31:0] write_data;
    wire [31:0] PC_next;
    wire [31:0] PC_plus4;
    wire [31:0] PC_target;
    wire [31:0] immediate;
    wire [31:0] src_A;
    wire [31:0] src_B;
    wire [31:0] read_data_out;
    wire [31:0] result;
    flopr #(32) pc_reg(clock, reset, PC_next, PC);
    adder pc_add4(PC, 32'd4, PC_plus4);
    adder pc_addbranch(PC, immediate, PC_target);
    mux3 #(32) pc_mux(PC_plus4, PC_target, ALU_result, PC_select, PC_next);
    regfile regfile(clock, reg_write, instruction[19:15], instruction[24:20], instruction[11:7], result, src_A, write_data);
    generate_immediate generate_immediate(instruction, immediate);
    mux2 #(32) src_B_mux(write_data, immediate, ALU_select, src_B);
    alu alu(src_A, src_B, ALU_control, ALU_result, zero);
    select_read select_read(instruction[14:12], read_data, read_data_out);
    mux8 #(32) result_mux(ALU_result, read_data_out, PC_plus4, immediate, PC_target, 32'hxxxxxxxx, 32'hxxxxxxxx, 32'hxxxxxxxx, result_select, result);
endmodule
module flopr(clock, reset, d, q);
    parameter WIDTH = 8;
    input clock; 
    input reset;
    input [WIDTH-1:0] d; 
    output reg [WIDTH-1:0] q;   
    always @(posedge clock, posedge reset)
        if (reset)
            q <= 0;
        else 
            q <= d;
endmodule
module generate_immediate(instruction, immediate);
    input [31:0] instruction;
    output reg [31:0] immediate;
    always @*
        begin
            case(instruction[6:0])
                7'b0000011,                                                                                                      
                7'b0010011,                                                                                                      
                7'b1100111: immediate = {{20{instruction[31]}}, instruction[31:20]};                                             
                7'b0100011: immediate = {{20{instruction[31]}}, instruction[31:25], instruction[11:7]};                          
                7'b1100011: immediate = {{20{instruction[31]}}, instruction[7], instruction[30:25],  instruction[11:8], 1'b0};   
                7'b1101111: immediate = {{12{instruction[31]}}, instruction[19:12], instruction[20], instruction[30:21], 1'b0};  
                7'b0110111,                                                                                                      
                7'b0010111: immediate = {instruction[31:12], 12'b0};                                                             
                default: immediate = 32'bx;  
            endcase
        end
endmodule
module main_decoder(opcode, funct3, reg_write, ALU_select, memory_control, result_select, branch, ALU_op, jump);
    input [6:0] opcode;
    input [2:0] funct3;
    output reg_write;
    output ALU_select;
    output [3:0] memory_control;
    output [2:0] result_select;
    output branch;
    output [1:0] ALU_op;
    output jump;
    reg [12:0] controls;
    assign {reg_write, ALU_select, memory_control, result_select, branch, ALU_op, jump} = controls;   
    always @*
        case(opcode)      
            7'b0000011:                                          
                case(funct3)
                    3'b000: controls = 13'b1_1_0010_001_0_00_0;      
                    3'b001: controls = 13'b1_1_0100_001_0_00_0;      
                    3'b010: controls = 13'b1_1_0000_001_0_00_0;      
                    3'b100: controls = 13'b1_1_1010_001_0_00_0;      
                    3'b101: controls = 13'b1_1_1100_001_0_00_0;      
                    default: controls = 13'bx_x_x_xxxx_xxx_xx_x;     
                endcase
            7'b0100011:
                case(funct3)
                    3'b000: controls = 13'b0_1_0011_000_0_00_0;      
                    3'b001: controls = 13'b0_1_0101_000_0_00_0;      
                    3'b010: controls = 13'b0_1_0001_000_0_00_0;      
                    default: controls = 13'bx_x_x_xxxx_xxx_xx_x;     
                endcase
            7'b0110011: controls = 13'b1_0_0000_000_0_10_0;          
            7'b0010111: controls = 13'b1_0_0000_100_0_00_0;          
            7'b0110111: controls = 13'b1_0_0000_011_0_00_0;          
            7'b1100011: controls = 13'b0_0_0000_000_1_01_0;          
            7'b0010011: controls = 13'b1_1_0000_000_0_10_0;          
            7'b1100111: controls = 13'b1_1_0000_010_0_00_1;          
            7'b1101111: controls = 13'b1_0_0000_010_0_00_1;          
            default:    controls = 13'bx_x_xxxx_xxx_x_xx_x;          
        endcase
endmodule
module mux2(d0, d1, s, y);
    parameter WIDTH = 8;
    input [WIDTH-1:0] d0; 
    input [WIDTH-1:0] d1;
    input s;
    output [WIDTH-1:0] y;
    assign y = s ? d1 : d0;
endmodule
module mux3(d0, d1, d2, s, y);
    parameter WIDTH = 8;
    input [WIDTH-1:0] d0; 
    input [WIDTH-1:0] d1;
    input [WIDTH-1:0] d2;
    input [1:0] s;
    output [WIDTH-1:0] y;
    assign y = s[1] ? d2 : (s[0] ? d1 : d0);
endmodule
module mux8(d0, d1, d2, d3, d4, d5, d6, d7, s, y);
    parameter WIDTH = 8;
    input [WIDTH-1:0] d0;
    input [WIDTH-1:0] d1;
    input [WIDTH-1:0] d2;
    input [WIDTH-1:0] d3;
    input [WIDTH-1:0] d4;
    input [WIDTH-1:0] d5;
    input [WIDTH-1:0] d6;
    input [WIDTH-1:0] d7;
    input [2:0] s;
    output reg [WIDTH-1:0] y;
    always @*
        begin
            case(s)
                3'b000: y = d0;
                3'b001: y = d1;
                3'b010: y = d2;
                3'b011: y = d3;
                3'b100: y = d4;
                3'b101: y = d5;
                3'b110: y = d6;
                3'b111: y = d7;
                default: y = d0;
            endcase
        end
endmodule
module regfile(clock, write_enable, address_read_1, address_read_2, address_write, write_data, read_data_1, read_data_2);
    input clock;
    input write_enable;
    input [4:0] address_read_1;
    input [4:0] address_read_2;
    input [4:0] address_write;
    input [31:0] write_data;
    output [31:0] read_data_1;
    output [31:0] read_data_2;
    reg [31:0] registers[31:0];
    always @(posedge clock)
        begin
            if (write_enable) 
                registers[address_write] <= write_data;
        end
    assign read_data_1 = (address_read_1 != 0) ? registers[address_read_1] : 0;  
    assign read_data_2 = (address_read_2 != 0) ? registers[address_read_2] : 0;  
endmodule
module select_read(funct3, read_data_in, read_data_out);
    input [2:0] funct3;
    input [31:0] read_data_in;
    output reg [31:0] read_data_out;
    always @*
        begin
            case(funct3)
                3'b000: read_data_out = {{24{read_data_in[7]}}, read_data_in[7:0]};      
                3'b001: read_data_out = {{16{read_data_in[15]}}, read_data_in[15:0]};    
                3'b010: read_data_out = read_data_in;                                    
                3'b100: read_data_out = {24'b0, read_data_in[7:0]};                      
                3'b101: read_data_out = {16'b0, read_data_in[15:0]};                     
                default: read_data_out = 32'bx;  
            endcase
        end
endmodule

===== ./constraint.sdc =====
current_design cpu

set clk_period 28.4
set clk_io_pct 0.2

create_clock -name clk0 -period $clk_period [get_ports {clock}]

set non_clock_inputs [all_inputs -no_clocks]
set_input_delay [expr $clk_period * $clk_io_pct] -clock clk0 $non_clock_inputs
set_output_delay [expr $clk_period * $clk_io_pct] -clock clk0 [all_outputs]

===== ./config.mk =====
export PLATFORM = sky130hd
export DESIGN_NAME = cpu
export DESIGN_NICKNAME = cpu
export VERILOG_FILES = /design/flow/design.v
export SDC_FILE = /design/flow/constraint.sdc
export NUM_CORES = 4
export LEC_CHECK = 1
export CORE_UTILIZATION = 40

===== ./run.sh =====
#!/bin/bash
# OpenROAD 26Q1-2900-gdf79404cd8, Yosys 0.63+post, stock flow scripts
make -C /OpenROAD-flow-scripts/flow DESIGN_CONFIG=/design/flow/config.mk WORK_HOME=/design/flow/orfs finish

==> flow_metrics.tcl <==
# metrics dict for downstream scripts
set metrics [dict create \
    hp-start "datapath.pc_reg.q[0]$_DFFE_PP0P_" \
    cts_hold_buf 0 \
    syn_inst 4415 \
    worstSetupEndpoint "ALU_result[31]" \
    fillers 13400 \
    cts_tree "done" \
    switchingPower_mw 1.39 \
    slew_headroom_pct 32.7 \
    num_rows 144 \
    synth_area_per_cell_um2 14.1 \
    grt_pass1_wl_um 338000 \
    crit_top_cell "buf_4" \
    most_common_cell "edfxtp_1" \
    timing.rr.end "datapath.pc_reg.q[12]$_DFF_PP0_" \
    drt_first_pass_iters 8 \
    clockBufferDepth 3 \
    whs_ps 664 \
    flop_area_um2 32000 \
    path_clk_slew_ps 60 \
    p_seq_share_pct 42.5 \
    p_int_mw 3.03 \
    p_leak_nw 24.2 \
    ys_warn_count 9 \
    crit_path_top_delay_cell "a2111oi_0" \
    arrival_ps 15660 \
    crit_path_start "instruction[20]" \
    top_cells_by_area "edfxtp_1 (50%), mux4_2 (19%), mux2i_1 (4.3%), ha_1 (2.6%), a21oi_1 (2.0%)" \
    tightest_slew_ps 1010 \
    num_vias 43400 \
    drive_above_1_share_pct 22.9 \
    post-cts-setup-buffer-count 0 \
    grt_usage_pct 33.3 \
    pwr-share-comb_pct 25.1 \
    period_minus_slack_ps 21340 \
    finClkSkew_ps 59.0 \
    synthFlopType "edfxtp_1" \
    dr_wl_met2_um 108000 \
    cp-end-kind "output pin" \
    switching_share_pct 31.4 \
    chip_area_um2 157000 \
    drv_cap 0 \
    unclocked_regs 32 \
    wl_met1_um 78300 \
    synthArstFlopShare_pct 2.94 \
    fin_cells 6764 \
    max_stage_delay_ps 750 \
    required_ps 22720 \
    grt_max_degree 72 \
    logic_area_um2 28400 \
    yosysTopAreaCell "edfxtp_1" \
    hold_violations 0 \
    drt_wl_total_um 241000 \
    vias_per_cell 6.42 \
    dr_wl_met3_um 39500 \
    period_used_pct 75.2 \
    status "complete, no violations" \
    drv_slew 0 \
    synth.top_cell.area_share_pct 49.5 \
    crit_path_max_fanout 51 \
    core_um2 154000 \
    numSynthFlops 1088 \
    die_w_um 396 \
    warnings 91 \
    fp_util_pct 40.3 \
    peakVddDrop_mv 0.0486 \
    ys_cells 4415 \
    gp_congestion 1.03 \
    die_y_um 396 \
    antenna_found_initial 9 \
    untimed_endpoints 32 \
    drc 0 \
    grt_pass1_vias 45200 \
    pwr-share-clk_pct 32.4 \
    ys_area_um2 62100 \
    reg2reg_depth 30 \
    overflow 0 \
    crit_type "input pin to output pin" \
    powerDensity_nw_per_um2 62.7 \
    synthesis.area_um2 62100 \
    max_freq_mhz 46.9 \
    setup_tns_ps 0 \
    synth_cell_types 102 \
    cts-htree-levels 3 \
    dp.cells 6556 \
    drt_iter0_markers 3453 \
    hpwl_um 165000 \
    clock_latency_ps 770 \
    rsz0062_at_grt "no" \
    rrSetupSlack_ps 18110 \
    final-setup-viol-count 0 \
    r2r-start "datapath.regfile.registers[11][10]$_DFFE_PP_" \
    area_growth_pct 13.4 \
    drt-wirelength-per-cell_um 35.7 \
    io_buffers 165 \
    top_level_ports 166 \
    cts_buffers 109 \
    top_layer "met5" \
    edf_count 1024 \
    ant_nets 0 \
    top_cells_by_count "edfxtp_1 (1,024), mux4_2 (530), nor2_1 (296), mux2i_1 (265), nand2_1 (250)" \
    start_kind "input pin" \
    ctsResizeCount 0 \
    hold_class "register to register" \
    cts_root_buffer "clkbuf_16" \
]
-- cell families after synthesis --
family          share of synthesized area [%]
other cells                           0.00604
compound gates                           10.8
flops                                    50.8
simple gates                             6.28
buf+inv                                  3.45
xor+xnor                                 1.00
mux                                      24.2
latches                                 0.774
fa+ha+maj                                2.70
-- metrics by stage --
stage | worst slack (ps) | power, mW | cell area (um^2) | util (%)
floorplan | 10790 | 2.51 | 62200 | -
global placement | 7120 | 3.00 | 66900 | 43.4
detailed placement | 7120 | 2.99 | 66900 | 43.4
CTS | 7100 | 4.42 | 70400 | 45.7
global route | 6480 | 4.56 | 70400 | 45.7
finish | 7060 | 4.42 | 70400 | 45.7
-- critical path: cells and delay by family --
kind                     cells  cell delay, ps
AND/OR/NAND/NOR              7            1980
AND-OR/OR-AND                7            2520
latches                      1             340
multiplexers                 3            1660
buffers and inverters        6            2870
adder cells (fa/ha/maj)      1             450
-- layer usage --
layer,track usage [%],vias to the layer above
li1,-,18300
met1,39.4,21600
met2,47.4,2938
met3,22.6,515
met4,15.4,8
met5,1.26,-
-- state kept, by name (all words and copies together) (netlist names) --
register	flops
datapath.regfile.registers	1024
datapath.alu.ALU_result	32
datapath.pc_reg.q	32
-- cell type report --
| cell class | instances | area share [%] |
|---|---|---|
| repair buffers | 384 | 4.69 |
| inverters | 139 | 0.744 |
| flip-flops and latches | 1088 | 45.5 |
| clock inverters | 71 | 1.08 |
| multi-input cells | 2901 | 40.4 |
| clock buffers | 129 | 3.98 |
| well taps | 2044 | 3.63 |
| diodes | 8 | 0.0284 |
-- how the worst min path moves through the flow --
stage	endpoint	slack [ps]	cells past startpoint
after CTS	datapath.pc_reg.q[0]$_DFFE_PP0P_	680	2
after global routing	datapath.pc_reg.q[0]$_DFFE_PP0P_	750	2
final	datapath.pc_reg.q[0]$_DFFE_PP0P_	660	2
-- cell usage in the layout, fill, tap and decap left out, types with 24 or more instances in the layout --
cell type        netlist  layout
edfxtp_1            1024    1024
mux4_2               530     530
mux2i_1              265     265
nor2_1               296     254
nand2_1              250     250
a21oi_1              242     238
buf_4                 15     220
clkdlybuf4s50_1        0     155
o21ai_0              156     147
inv_1                130     129
ha_1                 129     129
clkbuf_16              0     109
nand3_1               80      80
a22oi_1               68      68
a21o_1                57      57
xnor2_1               55      55
a221oi_1              47      47
o22ai_1               46      46
a211oi_1              42      41
a31oi_1               42      40
nor3_1                40      37
o211ai_1              34      34
mux2_2                32      32
nor2_4                 0      32
dlxtn_1               32      32
conb_1                 1      32
dfrtp_1               32      32
o221ai_1              27      27
nand2b_1              25      25
clkinv_1               2      24
-- power groups by stage --
stage | logic (mW) | registers, mW | clock network, mW
final | 1.11 | 1.88 | 1.43
after global routing | 1.17 | 1.88 | 1.51
after CTS | 1.09 | 1.87 | 1.46
Power figures rest on the tool's default switching activity, not on a simulated workload.
