$ cat flow/run.sh
#!/bin/bash
# OpenROAD 26Q1-2900-gdf79404cd8, Yosys 0.63+post, stock flow scripts
make -C /OpenROAD-flow-scripts/flow DESIGN_CONFIG=/design/flow/config.mk WORK_HOME=/design/flow/orfs finish
$ cat flow/config.mk
export PLATFORM = sky130hd
export DESIGN_NAME = adc
export DESIGN_NICKNAME = adc
export VERILOG_FILES = /design/flow/design.v
export SDC_FILE = /design/flow/constraint.sdc
export NUM_CORES = 4
export LEC_CHECK = 1
export CORE_UTILIZATION = 40
$ cat flow/constraint.sdc
current_design adc

set clk_period 2.1
set clk_io_pct 0.2

create_clock -name clk0 -period $clk_period [get_ports {clock}]

set non_clock_inputs [all_inputs -no_clocks]
set_input_delay [expr $clk_period * $clk_io_pct] -clock clk0 $non_clock_inputs
set_output_delay [expr $clk_period * $clk_io_pct] -clock clk0 [all_outputs]
$ cat flow/design.v
module adc(clock, reset, D_out, sample_clock, D_in, state, sample);
    input clock;
    input reset;
	input D_out;
	output reg sample_clock;
	output reg D_in;
	output reg [4:0] state;
    output reg[9:0] sample;
    parameter CLOCK_DIV = 24'h000FF;
    reg [23:0] counter;
    initial 
        begin
            sample_clock <= 1'b0;
            counter <= 24'h00000;
        end
    always @(posedge clock)
        begin
			counter <= (counter + 24'h00001);
			if(counter >= CLOCK_DIV)
				begin
					counter <= 24'd0;
					sample_clock <= !sample_clock;
				end
        end
	reg new;
	reg [9:0] data;
	always @(negedge sample_clock)
		begin
			if(reset)
				begin
					new = 1'b1;
					D_in = 0;
					data <= 10'd0;
					state <= 5'd0;		   					 
				end
			else
				begin
					case(state)
						0: 
							begin
								D_in = 1;
								state <= 5'd1;   		   	 
							end
						1: 
							begin
								D_in = 1;					 
								state <= 5'd2;				 
							end
						2: 
							begin
								D_in = 0;					 
								state <= 5'd3;				 
							end
						3: 
							begin
								D_in = 0;					 
								state <= 5'd4;				 
							end
						4: 
							begin
								D_in = 0;					 
								state <= 5'd5;				 
							end
						5: 
							begin
								D_in = 0;					 
								state <= 5'd6;				 
							end
						6: 
							begin
								D_in = 0;					 
								state <= 5'd7;				 
							end
						7:
							begin
								D_in = 0;
								data[9] = D_out;			 
								state <= 5'd8;				 
							end
						8:
							begin
								D_in = 0;
								data[8] = D_out;			 
								state <= 5'd9;				 
							end
						9:
							begin
								D_in = 0;
								data[7] = D_out;			 
								state <= 5'd10;				 
							end
						10:
							begin
								D_in = 0;
								data[6] = D_out;			 
								state <= 5'd11;				 
							end
						11:
							begin
								D_in = 0;
								data[5] = D_out;			 
								state <= 5'd12;				 
							end
						12:
							begin
								D_in = 0;
								data[4] = D_out;			 
								state <= 5'd13;				 
							end
						13:
							begin
								D_in = 0;
								data[3] = D_out;			 
								state <= 5'd14;				 
							end
						14:
							begin
								D_in = 0;
								data[2] = D_out;			 
								state <= 5'd15;				 
							end
						15:
							begin
								D_in = 0;
								data[1] = D_out;			 
								state <= 5'd16;				 
							end
						16:
							begin
								D_in = 0;
								data[0] = D_out;			 
								state <= 5'd17;				 
							end
						17:
							begin
								D_in = 0;
								state <= 5'd0;				 
								if(new)
									begin
										new = 1'b0;
										sample <= data;
									end
							end
						default: 
							begin
								state <= 5'd0;
							end
					endcase
				end
		end
endmodule
==> notes.md <==
Results of the flow run.

The flip-flop and latch count after synthesis stands at roughly 52. The maximum clock insertion buffer count stands at 2. After synthesis the cells add up to around 1800 um^2. The count of warning messages emitted by the tools stands at 25.

The per-instance average area after synthesis stands at between 10 and 15 um^2. Clock-pin slew was measured on the worst setup and hold paths at 0.09 ns. The leakage dissipation stands at 0.721 nW.

The number of max-slew violations in the final report stands at 0. The die is 68.9 um tall. The hold violation count in the final report stands at 0. Including well taps, the total number of placed cells is roughly 230. The finished layout holds 236 standard cells, fillers aside. The warning tally printed by Yosys for this design is 1. The data required time of the worst path stands at 1.68 ns.

The DRC violation total after the first TritonRoute iteration stands at 60. The remaining global-route overflow stands at 0. Data arrives at the worst endpoint at 1.11 ns. For the finished layout, the period the worst path requires is approximately 1.5 ns. The total vias in the final route stands at roughly 1200. The critical path in the final layout is reported with a setup slack of roughly 0.57 ns. The power density over the cells stands at roughly 380 nW/um^2. The remaining max-slew budget at the tightest pin stands at 54.3%. The worst hold path stage count stands at 1.

The endpoint of the worst hold path is reported as counter[0]. The region available for standard cell placement spans between 4000 and 5000 um^2. The timing report shows that the slowest cell on the worst path is sky130_fd_sc_hd__clkdlybuf4s50_1.

The maximum fanout count along the critical path stands at 2. In this run the maximum-capacitance check reported violations numbering 0. The per-cell routed wire length stands at about 12 um.

The number of buffer and inverter stages on the critical path stands at 1. The post-synthesis cell count stands at 154. The launch point of the worst register-to-register path is recorded as counter[23]. In this run the critical register-to-register path is captured at sample_clock. The share of flip-flops with an asynchronous set or reset after synthesis stands at 0%. The part of the Yosys area used for sequential elements stands at between 60% and 70%. STA classifies the critical path startpoint as a register.

The final instance area stands at 2110 um^2. The number of enable flip-flop cells stands at 11. The number of gates resized after CTS stands at 0. Per the layout report, the design carries 386 filler cells. According to the Yosys statistics, the synthesized design has a chip area of about 1800 um^2. The flow reports an fmax of 652 MHz.

The ratio of final minimum period to clock period stands at between 70% and 80%. Per the final layout report, the fraction of cells sized above drive strength 1 comes to between 8 and 9%. The startpoint identified for the worst hold timing path is counter[0].

The top cell types in the final layout, fill and taps aside, are 41 x sky130_fd_sc_hd__dfxtp_1, 19 x sky130_fd_sc_hd__clkdlybuf4s50_1, 16 x sky130_fd_sc_hd__conb_1. The floorplan report gives the top-level pin count as 20. RePlAce ended its routability-driven mode at a weighted congestion of between 0.8 and 0.9. The top cell type in the final layout, fill and taps aside, is sky130_fd_sc_hd__dfxtp_1. The count of endpoints without a timing constraint stands at about 53. The die is 68.9 um wide. Routing resource usage on met1 recorded by global route was approximately a fifth. Looking at the cell usage after synthesis, the top flip-flop cell is sky130_fd_sc_hd__dfxtp_1. Across the routed clock network, the largest skew measured is 0.00383 ns. The report lists the cells along the critical path as clkdlybuf4s50_1. The number of antenna violations at the first check in global routing was 0. Per the CTS log, the root buffer master is sky130_fd_sc_hd__clkbuf_8. On the critical path the largest part of the delay comes from buffers and inverters. The number of global-route vias before repair came to between 1000 and 1500. The number of core rows stands at 23. The first global-routing pass estimated between 4000 and 5000 um of wire. Setup repair after global routing left no endpoint under its margin. The critical path in this run is classified as register to output pin. The total track usage stands at 13.6%.

The layer flagged by global routing as most heavily used is met2. Post-CTS timing repair inserted 0 buffers for setup. Synthesis instantiated 39 different standard cells from the library. Buffers inserted during clock tree synthesis total 3. The worst setup path is captured at an output pin. At the later pin of the worst-skew pair, clock insertion delay measures 0.27 ns. For this run, global-route usage on met2 was measured as between 20% and 30%. In this design, the stage delay of the slowest critical-path cell is 0.47 ns. The chip occupies 4740 um^2.

In the final report, the number of endpoints failing setup comes to 0. The path class of the tightest hold or removal check is register to register. Total power for the finished layout comes to slightly above 0.8 mW. Entering global routing, the biggest net connects 29 pins. The final antenna diode count stands at 0. The number of cells in the yosys synthesis report stands at approximately 150. For the pin with the worst max-slew slack, the measured transition is approximately 0.68 ns. The effective utilization at floorplan stands at 43.2%.

Looking at the VDD voltage map, the peak drop is around 0.00061 V. The count of buffers from port buffering stands at 19. The met3 layer usage reported by global route stands at under 10%. The timer found 27 register pins that no clock reaches; their paths are not timed. The sum of net half-perimeters after detailed placement stands at 1930 um. The flow ran to the end, and the final reports show no timing, DRC or antenna violations. The report puts the hold buffer count at CTS at 0. The level count of the clock H-tree stands at 1. TritonCTS built the clock tree. The wire length reported by the detailed router stands at 2740 um. The pre-antenna-repair detailed-routing pass consisted of 4 iterations.

Dividing the detail-routed via count by the number of cells gives between 4 and 5. The residual DRC count stands at 0. Once placement finished, the instance area stood at ~2100 um^2. Per the run report, area growth between synthesis and finish was 18.2%.

The final antenna-violating net count stands at 0. Across all register-to-register paths, the minimum setup slack is 0.63 ns. Summed over all failing endpoints, the final setup total negative slack is 0 ns. The worst reg2reg path depth stands at 3. The post-placement worst setup slack stands at around 0.6 ns.
==> worst max-delay path by stage <==
stage	cells after the start	to	slack (ns)	start
CTS	1	sample_clock	0.56	sample_clock
global route	3	sample_clock	0.49	counter[15]
finish	1	sample_clock	0.57	sample_clock
==> through the flow <==
| stage | hold slack (ns) | util, % |
|---|---|---|
| 2_1_floorplan | 0.456 | - |
| 3_3_place_gp | 0.466 | 49.8 |
| 3_5_place_dp | 0.476 | 49.8 |
| 4_1_cts | 0.488 | 51.0 |
| 5_1_grt | 0.501 | 51.0 |
| 6_report | 0.486 | 51.0 |
==> state kept, by name (all words and copies together), names as in the netlist <==
| name | flops |
|---|---|
| counter | 24 |
| data | 10 |
| sample | 10 |
| state | 5 |
| D_in | 1 |
| new | 1 |
| sample_clock | 1 |
==> power by group <==
part           switching, mW  internal [mW]
combinational         0.0116        0.00569
sequential           0.00474          0.493
clock                  0.151          0.139
total                  0.168          0.638
==> logic make-up after synthesis <==
group | Yosys count | synth area share, %
xor+xnor | 5 | 2.45
flops | 52 | 64.3
compound gates | 31 | 10.3
buf+inv | 10 | 3.15
simple gates | 54 | 18.9
fa+ha+maj | 1 | 0.699
other cells | 1 | 0.210
==> cell usage after synthesis (2+ instances only) <==
cell                       instances  area [um^2]
sky130_fd_sc_hd__nor2_1            3         11.3
sky130_fd_sc_hd__nand3_2           2         20.0
sky130_fd_sc_hd__xor2_1            4         35.0
sky130_fd_sc_hd__nand3_1          13         65.1
sky130_fd_sc_hd__nand2b_1          2         12.5
sky130_fd_sc_hd__clkbuf_1          2         7.51
sky130_fd_sc_hd__o21ai_0          11         55.1
sky130_fd_sc_hd__inv_1             2         7.51
sky130_fd_sc_hd__nand2_1           3         11.3
sky130_fd_sc_hd__or3_1             3         18.8
sky130_fd_sc_hd__buf_6             2         22.5
sky130_fd_sc_hd__a21oi_1          13         65.1
sky130_fd_sc_hd__nor2b_1           2         12.5
sky130_fd_sc_hd__buf_2             3         15.0
sky130_fd_sc_hd__nor3_1            6         30.0
sky130_fd_sc_hd__dfxtp_1          41          821
sky130_fd_sc_hd__a211oi_1          2         15.0
sky130_fd_sc_hd__nor3b_1           3         22.5
sky130_fd_sc_hd__a211oi_2          2         25.0
sky130_fd_sc_hd__nor4_1            3         18.8
sky130_fd_sc_hd__nand4_1           4         25.0
sky130_fd_sc_hd__edfxtp_1         11          330
==> routing by layer <==
metal	routed length, um	part of all wire, %	vias to the layer above
li1	-	-	610
met1	1330	48	533
met2	1270	46	27
met3	107	3.9	5
met4	35	1.3	0
met5	0	0	-
==> layout make-up <==
| class | count | area, um^2 | area share, % |
|---|---|---|---|
| timing repair buffer | 21 | 205 | 9.70 |
| inverter | 2 | 7.51 | 0.355 |
| multi-input combinational | 107 | 638 | 30.2 |
| clock inverter | 1 | 8.76 | 0.414 |
| tap | 50 | 62.6 | 2.96 |
| clock buffer | 3 | 41.3 | 1.95 |
| sequential | 52 | 1150 | 54.4 |
Power figures rest on the tool's default switching activity, not on a simulated workload.
